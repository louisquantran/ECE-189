`flow/run.sh`:
```
#!/bin/bash
# OpenROAD 26Q1-2900-gdf79404cd8, Yosys 0.63+post, stock flow scripts
make -C /OpenROAD-flow-scripts/flow DESIGN_CONFIG=/design/flow/config.mk WORK_HOME=/design/flow/orfs finish
```
`flow/constraint.sdc`:
```
current_design free_list

set clk_period 4.4
set clk_io_pct 0.2

create_clock -name clk0 -period $clk_period [get_ports {clk}]

set non_clock_inputs [all_inputs -no_clocks]
set_input_delay [expr $clk_period * $clk_io_pct] -clock clk0 $non_clock_inputs
set_output_delay [expr $clk_period * $clk_io_pct] -clock clk0 [all_outputs]
```
`flow/config.mk`:
```
export PLATFORM = sky130hd
export DESIGN_NAME = free_list
export DESIGN_NICKNAME = free_list
export VERILOG_FILES = /design/flow/design.v
export SDC_FILE = /design/flow/constraint.sdc
export NUM_CORES = 4
export LEC_CHECK = 1
export CORE_AREA = 10 10 111 111
export DIE_AREA = 0 0 121 121
```
`flow/design.v`:
```
package types_pkg;
    typedef struct packed {
        logic [31:0] pc;
        logic [31:0] instr;
        logic [31:0] pc_4;
    } fetch_data;
    typedef struct packed {
        logic [31:0] pc;
        logic [4:0] rs1, rs2, rd;
        logic [31:0] imm;
        logic [2:0] ALUOp;
        logic [6:0] Opcode;
        logic [1:0] fu;
        logic [2:0] func3;
        logic [6:0] func7;
    } decode_data;
    typedef struct packed {
        logic [6:0] ps1;
        logic [6:0] ps2;
        logic [6:0] pd_new;
        logic [6:0] pd_old;
        logic [32:0] imm;
        logic [4:0] rob_tag;
        logic [2:0] ALUOp;
        logic [6:0] Opcode;
        logic [1:0] fu;
        logic [2:0] func3;
        logic [6:0] func7;
    } rename_data;
    typedef struct packed {
        logic [6:0] pd_new;
        logic [6:0] pd_old;
        logic [31:0] pc;
        logic complete;
        logic [4:0] rob_index;
        logic valid;
    } rob_data;
    typedef struct packed {
        logic valid;
        logic [6:0] Opcode;
        logic [2:0] func3;
        logic [6:0] func7;
        logic [6:0] pd;
        logic [6:0] ps1;
        logic ps1_ready;
        logic [6:0] ps2;
        logic ps2_ready;
        logic [31:0] imm;
        logic [3:0] rob_index;
        logic [1:0] fu;
        logic ready;
    } rs_data;
endpackage 
module free_list#(
parameter int DEPTH = 128
)(
    input logic clk,
    input logic reset,
    input logic write_en,
    input logic read_en,
    input logic mispredict,
    output logic empty,
    input logic [6:0] re_ptr,
    output logic [6:0] ptr
);
    logic [6:0]  w_ptr, r_ptr;  
    logic [6:0] ctr;
    assign ptr = r_ptr;    
    assign empty = (ctr == 0);
    logic do_write;
    logic do_read;
    assign do_write = write_en && (ctr!=8'd128);
    assign do_read = read_en && (ctr!=0);
    logic [7:0] distance;
    always_comb begin 
        if (r_ptr >= re_ptr) begin
            distance = r_ptr - re_ptr;
        end else begin
            distance = DEPTH - re_ptr + r_ptr;
        end
    end
    always_ff @(posedge clk) begin
        if (reset) begin
        w_ptr    <= 8'd32;
        r_ptr    <= 8'd1;
        ctr      <= 8'd32;
        end else begin
            if (mispredict) begin
                ctr <= ctr + distance;
                r_ptr <= re_ptr;
            end else begin
                if (do_write && (ctr == DEPTH) && !do_read) begin
                    r_ptr <= (r_ptr == 127) ? 1 : re_ptr + 1;
                end
                if (do_read) begin
                    r_ptr <= (r_ptr == 127) ? 1 : re_ptr + 1;
                end
                if (do_write) begin
                    w_ptr      <= (w_ptr == 127) ? 1 : w_ptr + 1;
                end
                unique case ({do_write, do_read})
                    2'b10: if (ctr < DEPTH) ctr <= ctr + 1'b1;
                    2'b01: ctr <= ctr - 1'b1;    
                    default: ctr <= ctr;          
                endcase
            end
        end
    end
endmodule
```
==> commit_impl_results.txt <==
Add synthesis and place-and-route results

* Largest net degree at the start of global routing: 17
* Setup tns final: 0 ps
- The via count of the first global-routing pass was 1375.
- Wirelength per Cell: 11.1 um
- In the per-layer breakdown of the detailed-route log, met1 shows 2290 um.
- Per Yosys stat, the portion of area used by sequential elements is 18.7%.
- Detailed routing placed a total of 1620 um of wire on met2.
- Wirelength, routed: 4130 um
- Per the final report, max-transition violations number 0.
- Per the synthesis report, the dominant area consumer among library cells is dfxtp_1.
- The logs give a warning total of 26.
- Cell total in the yosys stat output: 190
- The average instance in the mapped netlist occupies 7.90 sq um.
- Top routing layer in use: met4
- Yosys attributes the largest share of cell area to dfxtp_1, ha_1, a21oi_1.
- In this run the post-CTS setup repair buffer count came out at 0.
- # port buffers: 19
* Peak supply drop: 0.000152 V
- The worst setup path is captured at a register.
- Wire length of the first global-routing pass: 6840 um
- Worst reg2reg path endpoint: ctr[6]
- Counting the warning lines in the Yosys log gives 1.
- Endpoints failing hold in the final report were tallied at 0.
- The final timing summary puts the cycle share of the worst path at 95.8%.
- In this run the number of H-tree levels came out at 1.
* Worst setup path category: input pin to register
- Leakage power of the design: 0.000947 uW
- Fa+ha+maj area frac: 16.5%
- Most numerous logic cell after layout: buf_4
- Global-route usage over all layers: 5.54%
* Iter 0 DRT Violations: 108
- Fill cell total of the finished layout: 1065
* Final-report setup violation count: 0
- Antenna-violating nets left: 0
- Number of placement rows: 36
- Vert. Die Dim: 121 um
- The stat command in Yosys gives a chip area of 1500 sq um.
* Clock tree from TritonCTS: built
* Worst path arrival time: 4350 ps
- OpenSTA, run right after detailed placement, puts the worst setup slack at -217 ps.
- Gp weighted congestion: 0.841
- The startpoint identified for the worst hold timing path is r_ptr[3].
- Tightest slew margin relative to the limit: 57.4%
* Layout Utilization: 21.9%
- Final worst path period need: 4210 ps
* DRC violation count after routing: 0
- Layout Area Growth over Synthesis: 44.3%
* Type of the most critical hold path: register to register
- The finished layout holds 373 standard cells, fillers aside.
- Portion of netlist area occupied by mux cells: 5.42%
- The post-placement cell area is 2090 sq um.
- Actual transition at the worst max-transition pin: 637 ps
- The worst path meets setup with 187 ps of slack.
- The layout stage reports a final design area of 2160 sq um.
* Result of the run: complete, no violations
- The mapped netlist covers 1500 sq um.
- Max fanout on the critical path was recorded as 4.
- After floorplanning, the core was sized to cover 9860 sq um.
- The tree is rooted in a clkbuf_8.
* Routed via count divided by cell count: 3.97
* Synth Area in Simple Gates: 20.8%
* Upper clock frequency limit: 0.237 GHz
- Once the floorplan was initialized, standard cells occupied 15.2% of the core.
* Crit path required time: 4540 ps
- The routed layout has 1480 vias.
- In this run, placement finished with an instance count of 370.
- Clock sink count: 14
- The post-route netlist has 20.0% of its cells at a drive strength greater than 1.
- According to the floorplan report, the total die area is 14600 sq um.
- STA shows the worst reg2reg path with a cell count of 16.
- In the hold report, the worst path ends at r_ptr[3].
- The synthesized design devotes to its leading area cell type 18.7% of total area.
- The initial antenna violation count is 0.
- Per the post-CTS timing run, clock transition at the registers of the reported paths is 60 ps.
* Internal reg-to-reg setup slack: 860 ps
- Clock latency on the worst-skew pair: 250 ps
- Worst hold path depth: 2
- IO Pins: 20
- In the layout the commonest cells are buf_4, nor2_1, clkdlybuf4s50_1.
* Clock Path Buffers: 2
- TritonRoute pass-1 iters: 4
- Wire length on met3: 165 um
- Summed over all layers, the global routing overflow is 0.
- STA classifies the critical path startpoint as an input pin.
- The report lists the power per cell area as 346 nW/um^2.
- Antenna diodes: 0
- Grouping non-sequential cells by family puts the most area in AND-OR/OR-AND gates.
- Fraction of synthesized cell area in xor and xnor cells: 7.59%
- Num CTS Buffers: 3
- Number of max-cap violations: 0
- Synthesized netlist cell count: 190
- Synthesis instantiated 43 different standard cells from the library.
- Register bit total from synthesis: 14
* Beginning of the worst register-to-register path: r_ptr[0]
- In the placement report, post-DP HPWL is listed as 3380 um.
- Fraction of the mapped netlist area in compound gates: 24.5%
- Per the OpenROAD floorplan log, the width of the die is 121 um.
- Clock skew on the completed layout was measured at 0.896 ps.
==> metrics by stage <==
step | total power [uW] | hold WS (ps)
6_report | 749 | 507
4_1_cts | 740 | 510
2_1_floorplan | 463 | 444
3_3_place_gp | 625 | 498
5_1_grt | 818 | 546
3_5_place_dp | 627 | 497
==> cell usage after synthesis <==
master / number
a211o_1: 2
a211oi_1: 4
a21o_1: 5
a21oi_1: 20
a221oi_1: 2
a22o_1: 1
a22oi_1: 3
a311o_1: 1
a31oi_1: 2
and2b_1: 1
and4_1: 2
buf_2: 3
buf_6: 1
clkbuf_1: 5
dfxtp_1: 14
fa_1: 3
ha_1: 15
inv_1: 14
mux2_2: 1
mux2i_1: 7
nand2_1: 8
nand2b_1: 4
nand3_1: 4
nand3b_1: 1
nand4_1: 3
nand4b_1: 1
nor2_1: 22
nor2b_1: 5
nor3_1: 5
nor3b_1: 1
nor4_1: 1
o2111a_1: 1
o21a_1: 1
o21ai_0: 5
o21ba_2: 1
o21bai_1: 3
o31ai_1: 1
o41ai_4: 1
or2_1: 1
or3_1: 1
or4_4: 1
xnor2_1: 9
xor2_1: 4
==> sequential cells by signal, indices dropped and copies added, names as in the netlist <==
signal  count
ctr         7
r_ptr       7
==> critical path, stage by stage <==
cell             delay (ps)
clkdlybuf4s50_1         480
inv_1                    60
ha_1                    320
nand4_1                 180
o31ai_4                 360
mux2i_1                 290
xnor2_1                 150
a21oi_1                  90
ha_1                    310
a211oi_1                240
o21bai_1                120
a21oi_2                 180
mux2_2                  360
nor2b_1                 120
o21ai_0                 130
nand2_1                  70
==> worst max-delay path by stage <==
stage / from / end / slack [ps] / cells past startpoint
4_1_cts: re_ptr[3] / ctr[6] / 0.8 / 16
5_1_grt: re_ptr[4] / ctr[6] / -50 / 16
6_report: re_ptr[4] / ctr[6] / 190 / 16
==> routing by layer <==
layer  vias up  track usage (%)
li1        779                -
met2        33             7.59
met3         2            0.803
met4         0            0.980
met5         -                0
met1       666             8.88
==> cell families after synthesis <==
| group | count (synthesis) |
|---|---|
| AOI/OAI and AO/OA | 53 |
| buffers and inverters | 23 |
| DFF | 14 |
| and+or+nand+nor | 61 |
| xor gates and xnor gates | 13 |
| muxes | 8 |
| adders and majority gates | 18 |
==> power by group <==
part,switching [uW],internal (uW)
Sequential,40.6,158
Clock,47.7,60.6
Combinational,198,244
==> what timing repair did <==
action | in CTS | in global routing
hold buffers | 0 | 0
resized | 0 | 6
endpoints found under the setup margin | 0 | 2
==> area by class of cell <==
type	count	area, sq um	area share (%)
timing repair buffer	56	468	21.6
tap	133	166	7.69
multi-input combinational	153	1160	53.4
clock buffer	3	41.3	1.91
inverter	14	52.6	2.43
sequential	14	280	12.9
Power figures rest on the tool's default switching activity, not on a simulated workload.
