<file path="/design/flow/config.mk">
export PLATFORM = sky130hd
export DESIGN_NAME = phys_reg_file
export DESIGN_NICKNAME = phys_reg_file
export VERILOG_FILES = /design/flow/design.v
export SDC_FILE = /design/flow/constraint.sdc
export NUM_CORES = 4
export LEC_CHECK = 1
export CORE_UTILIZATION = 30
</file>
<file path="/design/flow/constraint.sdc">
current_design phys_reg_file

set clk_period 4.9
set clk_io_pct 0.2

create_clock -name clk0 -period $clk_period [get_ports {clk}]

set non_clock_inputs [all_inputs -no_clocks]
set_input_delay [expr $clk_period * $clk_io_pct] -clock clk0 $non_clock_inputs
set_output_delay [expr $clk_period * $clk_io_pct] -clock clk0 [all_outputs]
</file>
<file path="/design/flow/design.v">
package types_pkg;
    typedef struct packed {
        logic [31:0] pc;
        logic [31:0] instr;
        logic [31:0] pc_4;
    } fetch_data;
    typedef struct packed {
        logic [31:0] pc;
        logic [4:0] rs1, rs2, rd;
        logic [31:0] imm;
        logic [2:0] ALUOp;
        logic [6:0] Opcode;
        logic [1:0] fu;
        logic [2:0] func3;
        logic [6:0] func7;
    } decode_data;
    typedef struct packed {
        logic [6:0] ps1;
        logic [6:0] ps2;
        logic [6:0] pd_new;
        logic [6:0] pd_old;
        logic [32:0] imm;
        logic [4:0] rob_tag;
        logic [2:0] ALUOp;
        logic [6:0] Opcode;
        logic [1:0] fu;
        logic [2:0] func3;
        logic [6:0] func7;
    } rename_data;
    typedef struct packed {
        logic [6:0] pd_new;
        logic [6:0] pd_old;
        logic [31:0] pc;
        logic complete;
        logic [4:0] rob_index;
        logic valid;
    } rob_data;
    typedef struct packed {
        logic valid;
        logic [6:0] Opcode;
        logic [2:0] func3;
        logic [6:0] func7;
        logic [6:0] pd;
        logic [6:0] ps1;
        logic ps1_ready;
        logic [6:0] ps2;
        logic ps2_ready;
        logic [31:0] imm;
        logic [3:0] rob_index;
        logic [1:0] fu;
        logic ready;
    } rs_data;
endpackage 
`timescale 1ns / 1ps
module phys_reg_file(
    input logic clk,
    input logic reset,
    input logic write_en,
    input logic [31:0] data_in,
    input logic [6:0] pd_in,
    input logic read_en_alu,
    input logic read_en_b,
    input logic read_en_mem,
    input logic [6:0] ps1_in_alu,
    input logic [6:0] ps2_in_alu,
    input logic [6:0] ps1_in_b,
    input logic [6:0] ps2_in_b,
    input logic [6:0] ps1_in_mem, 
    input logic [6:0] ps2_in_mem,
    output logic [31:0] ps1_out_alu,
    output logic [31:0] ps2_out_alu,
    output logic [31:0] ps1_out_b,
    output logic [31:0] ps2_out_b,
    output logic [31:0] ps1_out_mem,
    output logic [31:0] ps2_out_mem
);
    logic [31:0] prf [0:127];
    always_ff @(posedge clk or posedge reset) begin
        if (reset) begin
            for (logic [6:0] i = 0; i < 128; i++) begin
                prf[i] <= '0;
            end
        end else begin
            if (read_en_alu) begin
                ps1_out_alu <= prf[ps1_in_alu];
                ps2_out_alu <= prf[ps2_in_alu];
            end
            if (read_en_b) begin
                ps1_out_b <= prf[ps1_in_b];
                ps2_out_b <= prf[ps2_in_b];
            end
            if (read_en_mem) begin
                ps1_out_mem <= prf[ps1_in_mem];
                ps2_out_mem <= prf[ps2_in_mem];
            end
            if (write_en) begin
                prf[pd_in] <= data_in;
            end
        end
    end
endmodule
</file>
<file path="/design/flow/run.sh">
#!/bin/bash
# OpenROAD 26Q1-2900-gdf79404cd8, Yosys 0.63+post, stock flow scripts
make -C /OpenROAD-flow-scripts/flow DESIGN_CONFIG=/design/flow/config.mk WORK_HOME=/design/flow/orfs finish
</file>
==> results.txt <==
run results: Hold Buf Count CTS=0, error msg=[ERROR GRT-0116] Global routing finished with congestion. Check the congestion regions in the DRC Viewer., Die W=1.03 mm, # placed instances=51900, YS warnings=2, FA/HA/MAJ Cells, Area Fraction=0, RD Place Congestion=1.92, number of enable flip-flop cells=192, XOR/XNOR Fraction of Synth Area=0.000111, Post-Synthesis Cells=33100, Clk Tree Root Cell=clkbuf_16, Stopped at=global routing (5_1_grt), Yosys cell types=102, DIE HEIGHT=1.03 mm, HPWL Detailed=5490 mm, post-cts repair resize count=0, sequential element share of the synthesized area=0.343, Floorplan Utilization=0.301, status=did not finish, Synth async-reset ratio=0.955, Boundary Pins=279, row cnt=376, TritonCTS buffer count=544, Syn Area/Cell=9.53 um2, comb area leader=AND-OR/OR-AND gates, Mux cell area share=0.159, first-pass GRT wire length=8470 mm, PortBufs=278, register bit total from synthesis=4288, placed instance area=423000 um2, GRT Residual Overflow=283000, Main synth FF type=dfrtp_1, Synth Cell Area=316000 um2, gr usage total=1.34, Simple-Gate Area Share=0.108, synthesis area per yosys=316000 um2, vias in the first global route=543000, Clock Path Buffers=5, # H-tree levels=6, CTS sink count=4288, post-CTS setup buffer count=0, area fraction in compound gates=0.339, cell count in the Yosys report=33100, pin count of the biggest net entering global routing=130
logic make-up after synthesis:
kind of cell	count (synthesis)
AOI/OAI and AO/OA	14100
and+or+nand+nor	6389
muxes	4469
DFF	4288
buffers and inverters	3904
xor gates and xnor gates	4
cell usage after synthesis, drive strengths merged (41+ instances only):
cell | n | share of area
a222oi | 705 | 0.022
or4 | 188 | 0.0045
nor3 | 432 | 0.0068
a221oi | 614 | 0.017
a2111oi | 171 | 0.0048
nand2 | 1203 | 0.014
o22ai | 1135 | 0.022
nor2b | 69 | 0.0014
o22a | 139 | 0.0039
dfrtp | 4096 | 0.32
buf | 1782 | 0.026
nand3b | 43 | 0.0010
a32oi | 179 | 0.0050
o32a | 43 | 0.0014
nor2 | 1306 | 0.016
a22o | 1159 | 0.032
mux2i | 237 | 0.0075
nor4 | 554 | 0.011
o221ai | 41 | 0.0011
or3 | 54 | 0.0011
clkbuf | 2100 | 0.025
nor4b | 52 | 0.0017
and3 | 474 | 0.0094
o21ai | 273 | 0.0043
edfxtp | 192 | 0.018
nand3 | 706 | 0.011
and4 | 98 | 0.0027
mux2 | 4231 | 0.15
a31oi | 189 | 0.0037
o211ai | 155 | 0.0037
nand4b | 41 | 0.0013
nand4 | 867 | 0.017
a22oi | 8268 | 0.20
a41oi | 71 | 0.0020
a21oi | 670 | 0.011
through the flow:
step | total power, mW | util | worst slack, ps | hold WS [ps] | setup TNS, ps
2_1_floorplan | 49.9 | - | -53160 | 547 | -
3_3_place_gp | 76.8 | 0.403 | -2130 | 487 | -57740
3_5_place_dp | 76.6 | 0.403 | -1070 | 494 | -28300
4_1_cts | 121 | 0.422 | 91.9 | 361 | 0
per-layer routing:
layer | track usage | overflow
met1 | 1.27 | 69400
met2 | 1.71 | 158000
met3 | 1.12 | 31700
met4 | 1.14 | 20900
met5 | 0.997 | 2454
No activity file was given, so power comes from the tool's default toggle rates.
